<file path="flow/config.mk">
export PLATFORM = sky130hd
export DESIGN_NAME = seven_seg_driver
export DESIGN_NICKNAME = seven_seg_driver
export VERILOG_FILES = /design/flow/design.v
export SDC_FILE = /design/flow/constraint.sdc
export NUM_CORES = 4
export LEC_CHECK = 1
export CORE_AREA = 10 10 70 70
export DIE_AREA = 0 0 80 80
</file>
<file path="flow/constraint.sdc">
current_design seven_seg_driver

set clk_period 1.8
set clk_io_pct 0.2

create_clock -name clk0 -period $clk_period [get_ports {clk}]

set non_clock_inputs [all_inputs -no_clocks]
set_input_delay [expr $clk_period * $clk_io_pct] -clock clk0 $non_clock_inputs
set_output_delay [expr $clk_period * $clk_io_pct] -clock clk0 [all_outputs]
</file>
<file path="flow/design.v">
`timescale 1ns / 1ps
module seven_seg_driver(
    input clk,
    input [3:0] in0, in1, in2, in3,
    output [0:6] seg,
    output reg[3:0]an
    );
    reg [1:0]s = 0;          
    reg [3:0]mux_out = 0;    
    reg clk_slow = 0;        
    reg [15:0]count = 0;     
    always @(posedge clk) begin 
        count <= count +1;
        if(count==50_000) begin
            count = 0;
            clk_slow <= ~clk_slow; 
        end
    end
    always @(posedge clk_slow) s <= s+1;    
    always @(s)
        case(s)
            2'b00: begin an <= 4'b1110; mux_out <= in0; end
            2'b01: begin an <= 4'b1101; mux_out <= in1; end
            2'b10: begin an <= 4'b1011; mux_out <= in2; end
            2'b11: begin an <= 4'b0111; mux_out <= in3; end
        endcase
    seven_segment u0(.data(mux_out), .seg(seg)); 
endmodule
module seven_segment(
    input [3:0] data,		 
    output reg [0:6] seg	 
    );
     parameter    ZERO=7'b000_0001,
                  ONE=7'b100_1111,
                  TWO=7'b001_0010,
                  THREE=7'b000_0110,
                  FOUR=7'b100_1100,
                  FIVE=7'b010_0100,
                  SIX=7'b010_0000,
                  SEVEN=7'b000_1111,
                  EIGHT=7'b000_0000,
                  NINE=7'b000_0100,
                  HEX_A=7'b000_1000,
                  HEX_B=7'b110_0000,
                  HEX_C=7'b011_0001,
                  HEX_D=7'b100_0010,
                  HEX_E=7'b011_0000,
                  HEX_F=7'b011_1000;
    always @ (*) begin
        case (data)
            4'h0: seg=ZERO;
            4'h1: seg=ONE;
            4'h2: seg=TWO;
            4'h3: seg=THREE;
            4'h4: seg=FOUR;
            4'h5: seg=FIVE;
            4'h6: seg=SIX;
            4'h7: seg=SEVEN;
            4'h8: seg=EIGHT;
            4'h9: seg=NINE;
            4'ha: seg=HEX_A;
            4'hb: seg=HEX_B;
            4'hc: seg=HEX_C;
            4'hd: seg=HEX_D;
            4'he: seg=HEX_E;
            4'hf: seg=HEX_F;
            default: seg=7'b111_1110;
        endcase     
    end
endmodule
</file>
<file path="flow/run.sh">
#!/bin/bash
# OpenROAD 26Q1-2900-gdf79404cd8, Yosys 0.63+post, stock flow scripts
make -C /OpenROAD-flow-scripts/flow DESIGN_CONFIG=/design/flow/config.mk WORK_HOME=/design/flow/orfs finish
</file>
==> deck_impl_summary.md <==
Synthesis and Place & Route Summary

Run
  – Count of tool warnings: about 47
  – Max-Cap Viols: 0

Global route
  – Number of global-route vias before repair: 344
  – GR Util All Layers: 2.87%
  – Initial antenna violation count: 0
  – Congestion Overflow GR: 0
  – Pin count of the biggest net entering global routing: 7
  – Global-route wire length before repair: between 1.5 and 2 mm

Timing
  – Final TNS setup: 0 ps
  – Max Freq: ~560 MHz
  – Minimum clock period: approximately 1800 ps
  – Setup Viol. Count Final: 0
  – Fin crit share: approximately 100%
  – Max Slew Vio Count: 0
  – RSZ-0062 raised after global routing: yes
  – Final hold vios: 0
  – Hold Slack: around 1200 ps

Worst hold path
  – Worst hold path type: in -> out
  – Hold depth: 4

Power and ir drop
  – LEAKAGE: slightly above 0.3 nW
  – Maximum vdd drop: around 0.028 mV
  – Pwr Density: approximately 200 nW/µm²

Route
  – Residual DRC count: 0
  – Diodes inserted: 0
  – Post-route ant nets: 0
  – Vias per cell: approximately 3
  – Via count: between 300 and 400
  – DR pass1 iterations: 3
  – DR WL/cell: between 8 and 9 µm
  – Final WL: 959 µm
  – 1st-iter DRT viols: 8

Synthesis
  – Post-synthesis average cell area: about 8.2 µm²
  – Yosys Instances: 38
  – YS warnings: 2
  – Cell type with the largest total area: ha_1
  – Cell Type Count: 17
  – Top area contributor share: roughly 28%
  – Part of the Yosys area used for sequential elements: 0%
  – Top area cell types: ha_1 28%, mux2i_1 13%, buf_4 9.6%
  – Post-synthesis chip area from yosys: around 310 µm²
  – Mapped Cells: 38
  – Mapped cell area: between 300 and 400 µm²

Final layout
  – Clkbuf count: 0
  – Fillers: around 380
  – Flop count: 0
  – Layout cells sized above 1: roughly 56%
  – Sequential Area: 0 µm²
  – Non-filler cells, final: roughly 110
  – Core Util, Final: between 10% and 20%
  – Layout Area Growth over Synthesis: 104%

Floorplan
  – Die area: 6400 µm²
  – Die Span Y: about 80 µm
  – Chip width: about 80 µm
  – Row count: 21
  – Core area: about 3400 µm²
  – Core Util at FP: a little under a tenth
  – Ports: 28

Place
  – Cell count after placement: between 100 and 150
  – Routability Congestion: 0.725
  – Final HPWL from detailed placement: 737 µm
  – Port Buf Inserts: 11

Setup path
  – Crit path DRT: between 1000 and 1500 ps
  – Slowest stage cell on the critical path: mux4_2
  – Critical Path Stages: 7
  – Critical Path Fanout Max: 4
  – Crit. End Element: output port
  – Crit path to: seg[3]
  – Beginning of the critical path: in0[1]
  – CP max stage delay: 430 ps
  – Crit-path cells: buf_8, inv_6, buf_6, ha_4, inv_2, mux4_2, buf_2
  – Critical Path AT: between 1000 and 1500 ps
  – Worst Path Buf+Inv: 5
  – WS Path Type: in -> out
  – Crit-path leading delay family: multiplexers
  – Nature of the critical path startpoint: input port

Status
  – Outcome: complete, no violations
[how the worst min path moves through the flow]
| stage | startpoint | to | slack (ps) |
|---|---|---|---|
| global route | in0[1] | seg[1] | 1200 |
| finish | in0[1] | seg[1] | 1170 |
| CTS | in0[2] | seg[0] | 1250 |
[synth_stat cells (all sizes together)]
master	number
mux2	1
a22o	2
mux4	1
and2b	1
o21ai	2
or3b	1
a32o	1
nand2	1
inv	3
buf	6
ha	7
conb	2
nor2	5
mux2i	4
a21oi	1
[metal layers]
metal  part of all wire, %  track usage (%)
met4                     0                0
met3                  0.21                0
met1                    39             2.98
met2                    61             6.34
met5                     0                0
[what timing repair did]
action / CTS / global route
resized: 55 / 2
buffers inserted: 4 / 1
endpoints found under the setup margin: 7 / 4
hold buffers: 0 / 0
gates cloned: 0 / 0
pin swaps: 5 / 2
[final cells by class]
| type | count | area, µm² | share of cell area, % |
|---|---|---|---|
| multi-input combinational | 31 | 317 | 49.7 |
| timing repair buffer | 27 | 244 | 38.3 |
| inverter | 3 | 18.8 | 2.95 |
| tap | 46 | 57.6 | 9.04 |
[power by group]
group	switching (W)	internal [W]	total, W
combinational	0.0000488	0.0000779	0.000127
clock	0	0	0
sequential	0	0	0
total	0.0000488	0.0000779	0.000127
[kinds of logic after synthesis]
family          after synthesis  synth area share, %
mux                           6                 24.8
simple gates                  8                 12.8
buf+inv                       9                 18.4
compound gates                6                 13.6
other cells                   2                 2.40
fa+ha+maj                     7                 28.0
[metrics by stage]
step           cell area, µm²  setup WS, ps  total power [W]
2_1_floorplan             320           200        0.0000466
3_3_place_gp              532          -836         0.000108
3_5_place_dp              532          -822         0.000108
4_1_cts                   634          5.68         0.000126
5_1_grt                   637         -42.3         0.000139
6_report                  637          5.04         0.000127
[cells in the final DEF (no fill, tap or decap)]
cell / netlist / routed
dlygate4sd2_1: 0 / 4
inv_6: 0 / 1
buf_2: 1 / 2
ha_1: 7 / 3
nor2_2: 0 / 1
a21oi_1: 1 / 1
clkdlybuf4s15_1: 0 / 1
ha_4: 0 / 4
a22o_1: 2 / 2
nand2_1: 1 / 1
buf_4: 4 / 10
mux2_4: 0 / 1
buf_6: 1 / 6
a32o_2: 0 / 1
inv_4: 0 / 1
clkdlybuf4s15_2: 0 / 1
buf_8: 0 / 2
mux4_2: 0 / 1
o21ai_1: 0 / 2
and2b_2: 1 / 1
nor2_1: 5 / 4
conb_1: 2 / 4
mux2i_1: 4 / 4
or3b_1: 1 / 1
inv_2: 0 / 1
clkbuf_2: 0 / 1
Power is estimated from default activity; no workload was simulated.
